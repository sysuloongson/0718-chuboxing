==> ./design.v <==
module register_file(
	input clk,
	input rst_,
	input [4:0] read_addr0,
	input [4:0] read_addr1,
	input [4:0] read_addr2,
	input [4:0] read_addr3,
	input read_addr0_valid,
	input read_addr1_valid,
	input read_addr2_valid,
	input read_addr3_valid,
	input read_hilo_hi_enable,
	input read_hilo_lo_enable,
	input [4:0] write_addr0,
	input [4:0] write_addr1,
	input write_addr0_valid,
	input write_addr1_valid,
	input [31:0] write_data0,
	input [31:0] write_data1,
	input [31:0] write_hilo_hi_data,
	input [31:0] write_hilo_lo_data,
	input write_hilo_hi_data_valid,
	input write_hilo_lo_data_valid,
	output wire [31:0] read_data0,
	output wire [31:0] read_data1,
	output wire [31:0] read_data2,
	output wire [31:0] read_data3,
	output wire read_data0_valid,
	output wire read_data1_valid,
	output wire read_data2_valid,
	output wire read_data3_valid,
	output wire [31:0] hilo_hi_data,
	output wire [31:0] hilo_lo_data,
	output wire hilo_hi_data_valid,
	output wire hilo_lo_data_valid
);
	integer i;
	integer j;
	reg [31:0] register [0:32-1]; 
	reg [31:0] register_hilo_hi;
	reg [31:0] register_hilo_lo;
	initial begin
		register[1] <= 32'h0001;
		register[2] <= 32'h0002;
		register[3] <= 32'h0003;
		register[4] <= 32'h0004;
		register[5] <= 32'h0005;
		register[6] <= 32'h0006;
		register[7] <= 32'h0007;
		register[8] <= 32'h0008;
		register[9] <= 32'h0009;
		register[10] <= 32'h000a;
		register[11] <= 32'h000b;
		register[12] <= 32'h000c;
		register[13] <= 32'h000d;
		register[14] <= 32'h000e;
		register[15] <= 32'h000f;
		register[16] <= 32'h0010;
		register[17] <= 32'h0011;
		register[18] <= 32'h0012;
		register[19] <= 32'h0013;
		register[20] <= 32'h0014;
		register[21] <= 32'h0015;
		register[22] <= 32'h0016;
		register[23] <= 32'h0017;
		register[24] <= 32'h0018;
		register[25] <= 32'h0019;
		register[26] <= 32'h001a;
		register[27] <= 32'h001b;
		register[28] <= 32'h001c;
		register[29] <= 32'h001d;
		register[30] <= 32'h001e;
		register[31] <= 32'h001f;	
	end
	assign read_data0 = (read_addr0_valid)? register[read_addr0] : 32'b0;
	assign read_data1 = (read_addr1_valid)? register[read_addr1] : 32'b0;
	assign read_data2 = (read_addr2_valid)? register[read_addr2] : 32'b0;
	assign read_data3 = (read_addr3_valid)? register[read_addr3] : 32'b0;
	assign hilo_hi_data = (read_hilo_hi_enable)? register_hilo_hi : 32'b0;
	assign hilo_lo_data = (read_hilo_lo_enable)? register_hilo_lo : 32'b0;
	assign read_data0_valid = (read_addr0_valid)? 1'b1 : 1'b0;
	assign read_data1_valid = (read_addr1_valid)? 1'b1 : 1'b0;
	assign read_data2_valid = (read_addr2_valid)? 1'b1 : 1'b0;
	assign read_data3_valid = (read_addr3_valid)? 1'b1 : 1'b0;	
	assign hilo_hi_data_valid = (read_hilo_hi_enable)? 1'b1 : 1'b0;
	assign hilo_lo_data_valid = (read_hilo_lo_enable)? 1'b1 : 1'b0;
	always@(posedge clk)begin
		if(!rst_)begin
			for(i=0;i<32;i=i+1)begin
				register[i] <= 32'b0;
			end
			register_hilo_hi <= 32'b0;
			register_hilo_lo <= 32'b0;
		end
		else begin
			if(write_addr0_valid)begin
				register[write_addr0] <= write_data0;
			end
			if(write_addr1_valid)begin
				register[write_addr1] <= write_data1;
			end
			if(write_hilo_hi_data_valid)begin
				register_hilo_hi <= write_hilo_hi_data;
			end
			if(write_hilo_lo_data_valid)begin
				register_hilo_lo <= write_hilo_lo_data;
			end			
		end
	end
endmodule
==> ./run.sh <==
#!/bin/bash
# OpenROAD 26Q1-2900-gdf79404cd8, Yosys 0.63+post, stock flow scripts
make -C /OpenROAD-flow-scripts/flow DESIGN_CONFIG=/design/flow/config.mk WORK_HOME=/design/flow/orfs finish
==> ./config.mk <==
export PLATFORM = sky130hd
export DESIGN_NAME = register_file
export DESIGN_NICKNAME = register_file
export VERILOG_FILES = /design/flow/design.v
export SDC_FILE = /design/flow/constraint.sdc
export NUM_CORES = 4
export LEC_CHECK = 1
export CORE_UTILIZATION = 30
==> ./constraint.sdc <==
current_design register_file

set clk_period 7.3
set clk_io_pct 0.2

create_clock -name clk0 -period $clk_period [get_ports {clk}]

set non_clock_inputs [all_inputs -no_clocks]
set_input_delay [expr $clk_period * $clk_io_pct] -clock clk0 $non_clock_inputs
set_output_delay [expr $clk_period * $clk_io_pct] -clock clk0 [all_outputs]
==> notes.md <==
run metrics: Slowest-stage cell, CP=a31oi_1, worst path buffer plus inverter count=4, Post-DP HPWL=259 mm, DRT iter0 DRCs=5494, Initial DRT Pass Iterations=6, minimum clock period=7.23 ns, WL final=between 400 and 500 mm, Post-synth seq share=0.411, Max-Cap Viols=0, io pins=368, All-Layer GR Usage=0.324, layout cells sized above 1=0.333, Final Hold Fails=0, CTS tree=built, most common cell type on the critical path=buf_4, vias in the first global route=approximately 66000, Startpoint Class=input port, Core Util, Final=0.350, CP required=about 5.8 ns, DIE AREA=0.262 sq mm, post-synth cell types=about 47, Top cells by area=edfxtp_1, mux4_2, a22o_1, Post-synth top flop=edfxtp_1, first-pass GRT wire length=548 mm, synth cell count leaders=a22o_1, edfxtp_1, mux4_2, clkbuf_1, mux2i_1, post-CTS sizing=0, via/cell ratio=between 7 and 8, Total Power=18.3 mW, Slew headroom=0.127, initial antenna violation count=36, core area=about 0.26 sq mm, Sink Count=1088, post-cts hold-fix buffer tally=0, critical path peak fanout=29, Num CTS Buffers=~140, FMAX=138 MHz, count of tool warnings=26, width of the die=511 microns, final setup fails=0, PwrDens=204 mW/mm^2, Synth Area per Inst=14.4 sq um, drt wl/cell=45.3 microns, status=finished clean, RSZ-0062 raised after global routing=no, Max IR drop VDD=about 0.28 mV, largest net degree at the start of global routing=73, Synth Register Bits=around 1100, Synthesis Warnings=1, Clk pin slew, worst setup/hold paths=approximately 0.060 ns, Worst path max stage delay=0.85 ns, IO buf count=367, worst slew pin tran=1.31 ns, Sum Neg Setup Slack=0 ns, Via Count=63500, ys cells=5397, Post-Syn Instances=5397, count of library flops with an enable pin=1024, delay-heaviest family, CP=buffers and inverters, row count=186, WS Path Type=in -> out, Detail Route Antenna Nets=0, final worst-path cycle share=0.990, CP Data Arrival Time=5.77 ns, hold crit path type=reg -> reg, Clock Skew=0 ns, Synth async-reset ratio=0, floorplan utilization=0.302, Area Growth Syn to Fin=15.6%, crit-path cells=buf_2 > buf_4 > and2_2 > buf_4 > a22oi_1 > a31oi_1 > clkdlybuf4s50_1, Latency at later pin=0.82 ns, Max-area cell share=0.395, H-tree levels=4, gpl congestion=1.07, Root Buffer=clkbuf_16, Syn Std Cell Area=0.0779 sq mm, setup bufs post-CTS=0, total gr overflow=0, DRC viols=0, CP Capture Type=output port, Max clock buf depth=3, leak pwr=29.5 nW, area leader, netlist=edfxtp_1, Slew Viols, Final=0, Yosys chip area=~0.08 sq mm, chip height=511 microns
cells by family after synthesis:
group / Yosys count / synth area share
flip-flops: 1088 / 0.411
AND-OR/OR-AND: 1626 / 0.173
AND/OR/NAND/NOR: 388 / 0.0285
multiplexers: 1472 / 0.337
buffers and inverters: 823 / 0.0501
metal layers:
| layer | track usage | part of all wire | wire length [microns] |
|---|---|---|---|
| met1 | 0.312 | 0.29 | 119000 |
| met2 | 0.418 | 0.40 | 162000 |
| met3 | 0.313 | 0.22 | 88700 |
| met4 | 0.206 | 0.083 | 33600 |
| met5 | 0.0990 | 0.0071 | 2890 |
tightest hold or removal path: cells and delay by family, from the launching register on:
kind             cells  cell delay (ns)
muxes                1             0.06
DFF                  1             0.32
and+or+nand+nor      1             0.09
report_power, final:
group	internal (mW)	total, mW	switching [mW]
registers	7.21	7.56	0.348
logic	1.62	3.81	2.20
clock network	3.99	6.95	2.95
state kept, by name (all words and copies together) (netlist names):
name and count:
register 1024, register_hilo_hi 32, register_hilo_lo 32
area by class of cell:
type	count	area, sq um
inverter	4	25.0
clock buffer	164	3590
fill	24100	167000
timing repair buffer	741	6800
clock inverter	81	877
multi-input combinational	3486	42400
antenna	21	52.6
sequential	1088	32000
tap	3384	4230
cells in the final DEF (no fill, tap or decap), types with 68 or more instances in the layout:
master | Yosys | layout
mux4_2 | 896 | 896
a22o_1 | 1024 | 1024
edfxtp_1 | 1024 | 1024
mux2i_1 | 320 | 320
buf_4 | 62 | 346
a22oi_1 | 128 | 128
o221ai_1 | 126 | 126
nand2_1 | 108 | 108
a221oi_1 | 90 | 90
mux2_2 | 256 | 256
clkbuf_16 | 0 | 140
nor2_4 | 16 | 68
clkdlybuf4s50_1 | 0 | 340
a31oi_1 | 128 | 128
through the flow:
step,hold WS (ns),setup slack (ns),instance area [sq um],instances
floorplan,0.474,3.01,77900,5397
global placement,0.488,0.571,85500,8703
detailed placement,0.495,0.597,85500,8703
CTS,0.512,0.590,89900,8948
global route,0.533,0.375,90000,8958
finish,0.508,0.0708,90000,8969
path summary, 6_finish.rpt:
kind / from / endpoint / slack (ns) / cells after the start
worst max-delay path: read_addr2[3] / read_data2[11] / 0.07 / 7
worst min-delay path: register_hilo_hi[27] / register_hilo_hi[27] / 0.51 / 2
worst max register to register: register_hilo_lo[19] / register_hilo_lo[19] / 6.68 / 2
worst min register to register: register_hilo_hi[27] / register_hilo_hi[27] / 0.51 / 2
Power is estimated from default activity; no workload was simulated.
