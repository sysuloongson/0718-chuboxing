File: ./config.mk
export PLATFORM = sky130hd
export DESIGN_NAME = store_buffer
export DESIGN_NICKNAME = store_buffer
export VERILOG_FILES = /design/flow/design.v
export SDC_FILE = /design/flow/constraint.sdc
export NUM_CORES = 4
export LEC_CHECK = 1
export CORE_UTILIZATION = 30
File: ./design.v
module store_buffer(
	input clk,
	input rst_,
	input flush,
	input [31:0] in_store_data,
	input [31:0] in_store_addr,
	input [3:0]  in_store_rwen,
	input        in_store_valid,
	input        in_store_uncache,
	input        cache_is_busy,
	input [31:0] store_buffer_load_addr,
	input store_buffer_search_enanble,
	output reg        store_buffer_hit,
	output reg [31:0] store_buffer_load_data,
	output [31:0] out_store_data,
	output [31:0] out_store_addr,
	output [3:0]  out_store_rwen,
	output [31:0] out_store_en,
	output        out_store_uncache,
	output        out_store_rw,
	output reg store_buffer_allow_in
);
	reg [31:0] store_buffer_data                  [0:16-1];
	reg [31:0] store_buffer_addr                  [0:16-1];
	reg        store_item_busy                    [0:16-1];
	reg [3:0]  store_buffer_rwen                  [0:16-1];
	reg        [0:16-1]              store_buffer_uncache;                
	reg        [0:16-1]              store_buffer_hit_store_buffer_item;  
	reg [4:0] current_item;
	reg store_buffer_is_full;
	integer i;
	integer j;
	assign out_store_data    = store_buffer_data    [0];
	assign out_store_addr    = store_buffer_addr    [0];
	assign out_store_rwen    = store_buffer_rwen    [0];
	assign out_store_en      = (store_item_busy      [0])&(~store_buffer_uncache [0]);
	assign out_store_uncache = (store_item_busy      [0])&( store_buffer_uncache [0]);
	assign out_store_rw      = 1'b1;
always @(posedge clk)begin
	if((!rst_)||(flush))begin
		for(i=0;i<16;i=i+1)begin
			store_buffer_data    [i] <= 32'b0;
			store_buffer_addr    [i] <= 32'b0;
			store_item_busy      [i] <= 32'b0;
			store_buffer_rwen    [i] <= 4'b0;
			store_buffer_uncache [i] <= 1'b0;
		end
	end
	else if((!store_buffer_is_full)&&(cache_is_busy))begin
		store_buffer_data    [current_item] <= (in_store_valid)? in_store_data : 32'b0;
		store_buffer_addr    [current_item] <= (in_store_valid)? in_store_addr : 32'b0;
		store_item_busy      [current_item] <= (in_store_valid)? 1'b1 : 1'b0;		
		store_buffer_rwen    [current_item] <= (in_store_valid)? in_store_rwen : 4'b0;
		store_buffer_uncache [current_item] <= (in_store_valid)? in_store_uncache: 1'b0;
		for(i=0;i<16;i=i+1)begin
			if(i !=current_item)begin
				store_buffer_data    [i] <= store_buffer_data    [i];
				store_buffer_addr    [i] <= store_buffer_addr    [i];
				store_item_busy      [i] <= store_item_busy      [i];
				store_buffer_rwen    [i] <= store_buffer_rwen    [i];
				store_buffer_uncache [i] <= store_buffer_uncache [i];
			end
		end
	end
	else if((!store_buffer_is_full)&&(!cache_is_busy))begin
		if(current_item>=5'b1)begin
			store_buffer_data    [current_item-1] <= (in_store_valid)? in_store_data : 32'b0;
			store_buffer_addr    [current_item-1] <= (in_store_valid)? in_store_addr : 32'b0;
			store_item_busy      [current_item-1] <= (in_store_valid)? 1'b1 : 1'b0;		
			store_buffer_rwen    [current_item-1] <= (in_store_valid)? in_store_rwen : 4'b0;	
			store_buffer_uncache [current_item-1] <= (in_store_valid)? in_store_uncache: 1'b0;
			for(i=0;i<16;i=i+1)begin
				if((i !=current_item-1)&&(i <= 16-2))begin
					store_buffer_data    [i] <= store_buffer_data    [i+1];
					store_buffer_addr    [i] <= store_buffer_addr    [i+1];
					store_item_busy      [i] <= store_item_busy      [i+1];
					store_buffer_rwen    [i] <= store_buffer_rwen    [i+1];
					store_buffer_uncache [i] <= store_buffer_uncache [i+1];
				end
				else if(i == 16-1)begin
					store_buffer_data    [i] <= 32'b0;
					store_buffer_addr    [i] <= 32'b0;
					store_item_busy      [i] <= 32'b0;	
					store_buffer_rwen    [i] <= 4'b0;
					store_buffer_uncache [i] <= 1'b0;
				end
			end
		end
		else begin
			store_buffer_data    [0] <= (in_store_valid)? in_store_data : 32'b0;
			store_buffer_addr    [0] <= (in_store_valid)? in_store_addr : 32'b0;
			store_item_busy      [0] <= (in_store_valid)? 1'b1 : 1'b0;	
			store_buffer_rwen    [0] <= (in_store_valid)? in_store_rwen : 4'b0;	
			store_buffer_uncache [0] <= (in_store_valid)? in_store_uncache: 1'b0;
		end
	end	
	else if((store_buffer_is_full)&&(!cache_is_busy))begin
		store_buffer_data    [current_item-1] <= (in_store_valid)? in_store_data : 32'b0;
		store_buffer_addr    [current_item-1] <= (in_store_valid)? in_store_addr : 32'b0;
		store_item_busy      [current_item-1] <= (in_store_valid)? 1'b1 : 1'b0;		
		store_buffer_rwen    [current_item-1] <= (in_store_valid)? in_store_rwen : 4'b0;	
		store_buffer_uncache [current_item-1] <= (in_store_valid)? in_store_uncache: 1'b0;
		for(i=0; i<16; i=i+1)begin
			if((i !=current_item-1)&&(i <= 16-2))begin
				store_buffer_data    [i] <= store_buffer_data    [i+1];
				store_buffer_addr    [i] <= store_buffer_addr    [i+1];
				store_item_busy      [i] <= store_item_busy      [i+1];
				store_buffer_rwen    [i] <= store_buffer_rwen    [i+1];
				store_buffer_uncache [i] <= store_buffer_uncache [i+1];
			end
			if(i == 16-1)begin
				store_buffer_data    [i] <= 32'b0;
				store_buffer_addr    [i] <= 32'b0;
				store_item_busy      [i] <= 32'b0;	
				store_buffer_rwen    [i] <= 4'b0;
				store_buffer_uncache [i] <= 1'b0;
			end
		end
	end
	else if((store_buffer_is_full)&&(cache_is_busy))begin
		for(i=0;i<16;i=i+1)begin
			store_buffer_data    [i] <= store_buffer_data    [i];
			store_buffer_addr    [i] <= store_buffer_addr    [i];
			store_item_busy      [i] <= store_item_busy      [i];
			store_buffer_rwen    [i] <= store_buffer_rwen    [i];
			store_buffer_uncache [i] <= store_buffer_uncache [i];
		end
	end	
	else begin
		for(i=0;i<16;i=i+1)begin
			store_buffer_data    [i] <= store_buffer_data    [i];
			store_buffer_addr    [i] <= store_buffer_addr    [i];
			store_item_busy      [i] <= store_item_busy      [i];
			store_buffer_rwen    [i] <= store_buffer_rwen    [i];
			store_buffer_uncache [i] <= store_buffer_uncache [i];
		end
	end		
end
always@(posedge clk)begin
	if(store_buffer_search_enanble)begin
		for(i=16;i>5'b0;i=i-1)begin
			if(store_buffer_addr [i-1] == store_buffer_load_addr)begin
				store_buffer_hit_store_buffer_item [i-1]     <= 1'b1;
			end
			else begin
				store_buffer_hit_store_buffer_item [i-1]     <= 1'b0;
			end	
		end
	end
end
reg [4:0] store_buffer_hit_num;
always@(*)begin
	store_buffer_hit       = &store_buffer_hit_store_buffer_item;
	store_buffer_hit_num   = (store_buffer_hit_store_buffer_item == 16'b1000_0000_0000_0000)? 5'd15 :
				(store_buffer_hit_store_buffer_item == 16'b0100_0000_0000_0000)? 5'd14 :
				(store_buffer_hit_store_buffer_item == 16'b0010_0000_0000_0000)? 5'd13 :
			    (store_buffer_hit_store_buffer_item == 16'b0001_0000_0000_0000)? 5'd12 :
				(store_buffer_hit_store_buffer_item == 16'b0000_1000_0000_0000)? 5'd11 :
				(store_buffer_hit_store_buffer_item == 16'b0000_0100_0000_0000)? 5'd10 :
				(store_buffer_hit_store_buffer_item == 16'b0000_0010_0000_0000)? 5'd09 :
				(store_buffer_hit_store_buffer_item == 16'b0000_0001_0000_0000)? 5'd08 :
				(store_buffer_hit_store_buffer_item == 16'b0000_0000_1000_0000)? 5'd07 :
				(store_buffer_hit_store_buffer_item == 16'b0000_0000_0100_0000)? 5'd06 :
				(store_buffer_hit_store_buffer_item == 16'b0000_0000_0010_0000)? 5'd05 :
				(store_buffer_hit_store_buffer_item == 16'b0000_0000_0001_0000)? 5'd04 :
				(store_buffer_hit_store_buffer_item == 16'b0000_0000_0000_1000)? 5'd03 :
				(store_buffer_hit_store_buffer_item == 16'b0000_0000_0000_0100)? 5'd02 :
				(store_buffer_hit_store_buffer_item == 16'b0000_0000_0000_0010)? 5'd01 :
				(store_buffer_hit_store_buffer_item == 16'b0000_0000_0000_0001)? 5'd00 :5'd16;
	store_buffer_load_data = (store_buffer_hit_num != 5'd16)? store_buffer_data[store_buffer_hit_num] : 32'b0;
end
always @ (*)begin
	if(!store_item_busy[0])begin
		current_item = 5'd00;
	end
	else  if(!store_item_busy[1])begin
		current_item = 5'd01;
	end
	else  if(!store_item_busy[2])begin
		current_item = 5'd02;
	end
	else  if(!store_item_busy[3])begin
		current_item = 5'd03;
	end
	else  if(!store_item_busy[4])begin
		current_item = 5'd04;
	end
	else  if(!store_item_busy[5])begin
		current_item = 5'd05;
	end
	else  if(!store_item_busy[6])begin
		current_item = 5'd06;
	end
	else  if(!store_item_busy[7])begin
		current_item = 5'd07;
	end
	else  if(!store_item_busy[8])begin
		current_item = 5'd08;
	end
	else  if(!store_item_busy[9])begin
		current_item = 5'd09;
	end
	else  if(!store_item_busy[10])begin
		current_item = 5'd10;
	end
	else  if(!store_item_busy[11])begin
		current_item = 5'd11;
	end
	else  if(!store_item_busy[12])begin
		current_item = 5'd12;
	end
	else  if(!store_item_busy[13])begin
		current_item = 5'd13;
	end
	else  if(!store_item_busy[14])begin
		current_item = 5'd14;
	end
	else  if(!store_item_busy[15])begin
		current_item = 5'd15;
	end
	else begin
		current_item = 5'd16;
	end
	if(current_item == 5'd16)begin
		store_buffer_is_full = 1'b1;
	end
	else begin
		store_buffer_is_full = 1'b0;
	end
	store_buffer_allow_in = (!store_buffer_is_full)? 1'b1 :  
							(!cache_is_busy)? 1'b1 : 1'b0;	
end
endmodule
File: ./constraint.sdc
current_design store_buffer

set clk_period 53.6
set clk_io_pct 0.2

create_clock -name clk0 -period $clk_period [get_ports {clk}]

set non_clock_inputs [all_inputs -no_clocks]
set_input_delay [expr $clk_period * $clk_io_pct] -clock clk0 $non_clock_inputs
set_output_delay [expr $clk_period * $clk_io_pct] -clock clk0 [all_outputs]
File: ./run.sh
#!/bin/bash
# OpenROAD 26Q1-2900-gdf79404cd8, Yosys 0.63+post, stock flow scripts
make -C /OpenROAD-flow-scripts/flow DESIGN_CONFIG=/design/flow/config.mk WORK_HOME=/design/flow/orfs finish
==> out/qor.yml <==
power:
  vdd_drop_max_v: 0.0000269
  p_per_area_nw_per_um2: 31.1
  p_leak_nw: 24.4
  total_power_mw: 2.20
detailed_routing:
  dr.pass1.iters: 6
  routed_wl_um: 240000
  via_per_inst: 5.65
  vias: 51400
  drt_iter0_markers: 5013
  wl_per_cell_um: 26.3
  drc: 0
  drtAntennaViolNets: 0
place:
  port_buffers: 210
  gp_congestion: 0.997
  dp_cells: 8873
  hpwlAfterDp_um: 154000
setup_path:
  cp.required_ns: 42.88
  critPathMostFrequentCell: "clkdlybuf4s50_1"
  path_depth: 3
  worstSetupEndpointType: "output pin"
  cp_num_buf_inv: 2
  crit_slowest_cell: "clkdlybuf4s50_1"
  path_class: "in2out"
  start_kind: "input pin"
  path_cells: "clkdlybuf4s50_1 -> nand3_1 -> clkdlybuf4s50_1"
  cp_top_family: "buffers and inverters"
  crit_fanout: 9
  reg2regPathDepth: 19
  slowest_delay_ns: 0.66
  cp.arrival_ns: 11.96
floorplanning:
  die_h_um: 459
  pin_count: 243
  floorplan.core_util_pct: 30.2
  die-area_um2: 210000
  rows: 167
  die-width_um: 459
  design.core.area_um2: 207000
outcome:
  status: "finished clean"
synthesis:
  ys_top_logic_family: "simple AND/OR/NAND/NOR gates"
  ys_area_um2: 62600
  topCellsByArea: "edfxtp_1, nand3_1, o21ai_0"
  largest_area_cell: "edfxtp_1"
  async_reset_ff_share_pct: 0
  yosys_cells: 6351
  edf_count: 1120
  xor_share_pct: 7.34
  ys_types: 90
  yosysWarnings: 3
  synth-simple-area-share_pct: 18.7
  synth_flops: 1136
  synthCells: 6351
  synthAoiAreaFrac_pct: 13.6
  syn_area_per_cell_um2: 9.85
  ys_seq_share_pct: 54.3
  syn_area_um2: 62600
  ys_sh_mux_pct: 0.860
  yosys_most_used_dff: "edfxtp_1"
  top_cell_area_share_pct: 53.8
  adder_share_pct: 0.400
final_timing:
  fmax_mhz: 44.1
  rsz0062_at_grt: "false"
  setup_viol: 0
  hold_violations: 0
  whs_ns: 0.488
  fin_crit_sh_pct: 42.3
  finClkSkew_ns: 0.0274
  period_needed_ns: 22.68
  drv_slew: 0
  worstMarginPinSlew_ns: 0.972
  fin_tns_setup_ns: 0
  relSlewSlack_pct: 34.5
global_routing:
  grt_pass1_vias: 50100
  antenna_found_initial: 17
  grt_pass1_wl_um: 346000
  track_usage_pct: 23.5
  grt_max_degree: 139
  grt_overflow: 0
job:
  max_cap_violations: 0
  warning_count: 47
worst_hold_path:
  hold_depth: 2
  min-delay-path-class: "reg2reg"
final_layout:
  drive_above_1_share_pct: 6.43
  area_growth_pct: 12.9
  fin_cells: 9095
cts:
  ctsHoldBuffers: 0
  cts_tree: "yes"
  clock-root-buffer: "clkbuf_16"
  path_clk_slew_ns: 0.06
  cts_inserted_buffers: 116
  cts.path.max_buffers: 3
  clkLatencyLatePin_ns: 0.76
  cts_resized: 0
  post-cts-setup-buffers: 0
  htree_num_levels: 3
  clock_sinks: 1136
[area by class of cell]
class                           count  area, um2
Multi-Input combinational cell   4537      26000
Inverter                           17       63.8
Sequential cell                  1136      34000
Antenna cell                        7       17.5
Clock inverter                     73        574
Clock buffer                      142       3020
Fill cell                       20400     136000
Timing Repair Buffer              395       3580
Tap cell                         2788       3490
[kinds of logic after synthesis]
family	after synthesis
buf+inv	708
mux	53
simple gates	2443
xor+xnor	524
flops	1136
compound gates	1465
other cells	2
fa+ha+maj	20
[layer usage]
| layer | track usage (%) | share of wire [%] | vias up |
|---|---|---|---|
| met5 | 0.528 | 0.096 | - |
| li1 | - | - | 22900 |
| met4 | 9.34 | 4.9 | 16 |
| met3 | 12.1 | 14 | 523 |
| met1 | 29.0 | 36 | 24900 |
| met2 | 35.2 | 46 | 3073 |
[worst paths after layout]
check / startpoint / endpoint / slack, ns
max: cache_is_busy / store_buffer_allow_in / 30.93
min: store_buffer_uncache[15] / store_buffer_uncache[15] / 0.49
max reg2reg: store_item_busy[0] / store_buffer_addr[4][6] / 45.98
min reg2reg: store_buffer_uncache[15] / store_buffer_uncache[15] / 0.49
[sequential cells by signal (all words and copies together) (netlist names)]
name and flops:
store_buffer_data 512, store_buffer_hit_store_buffer_item 16, store_item_busy 16, store_buffer_rwen 64, store_buffer_addr 512, store_buffer_uncache 16
[layout by cell type, fill, tap and decap left out, drive strengths merged, types with 20 or more instances in the layout]
| cell | instances |
|---|---|
| nor2 | 66 |
| clkbuf | 142 |
| conb | 32 |
| buf | 186 |
| a31oi | 51 |
| nand2 | 880 |
| o21ai | 1069 |
| clkinv | 58 |
| o211ai | 21 |
| ha | 20 |
| nand3 | 1051 |
| and2 | 140 |
| and3 | 38 |
| mux2i | 47 |
| a21oi | 39 |
| clkdlybuf4s50 | 209 |
| o2bb2ai | 69 |
| a211oi | 99 |
| nand4 | 49 |
| nor3 | 20 |
| inv | 21 |
| xor2 | 515 |
| nor4 | 153 |
| a311oi | 65 |
| edfxtp | 1120 |
[metrics by stage]
step / setup WS, ns / area [um2] / utilization (%)
final: 30.93 / 70700 / 34.1
after floorplan: 31.84 / 62700 / -
after global placement: 30.90 / 67000 / 32.4
after global routing: 30.86 / 70600 / 34.1
after CTS: 30.92 / 70600 / 34.1
after detailed placement: 30.92 / 67000 / 32.4
[power by group]
group	switching, mW	total (mW)	leakage (nW)	internal, mW
logic	0.193	0.273	9.94	0.0800
clock network	0.363	0.800	1.75	0.437
registers	0.0557	1.13	12.7	1.07
total	0.612	2.20	24.4	1.59
[Yosys cell counts, types with 16 or more instances]
master	n
o211ai_1	20
o21ai_0	1019
nor2_1	65
o21ai_1	49
nand4_1	48
and2_1	138
and3_1	38
nor4_1	151
edfxtp_1	1120
a21oi_1	36
nand3_1	1049
a311oi_1	64
buf_1	53
a31oi_1	49
buf_2	130
nand2_1	879
dfxtp_1	16
nor3_1	19
o2bb2ai_1	69
mux2i_1	47
a211oi_1	99
buf_4	52
xor2_1	515
ha_1	20
clkbuf_1	451
[worst min-delay path, cell delays in order, from the launching register on]
cell and delay (ns):
dfxtp_1 0.31, o21ai_0 0.07, a21oi_1 0.06
Power and IR drop assume default switching activity.
